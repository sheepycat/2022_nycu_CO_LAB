==> design/flow/design.v <==
`timescale 1ns / 1ps
module Hazard_detection(
    memread,
    instr_i,
    rt_id_ex,
    branch,
    new,
    flush_if_id,
    flush_id_ex,
    flush_ex_mem
);
input       memread,branch;
input [15:0] instr_i;
input [4:0] rt_id_ex;
output      new, flush_if_id, flush_id_ex, flush_ex_mem;
reg       new, flush_if_id, flush_id_ex, flush_ex_mem;
always@(*) begin
    case(branch)
        1'b1: 
            begin
              {new,flush_if_id,flush_id_ex,flush_ex_mem} <='b1_1_1_1;
            end
        1'b0: 
            begin
                  if(memread == 1'b1 && (instr_i[9:5] == rt_id_ex || (instr_i[4:0] == rt_id_ex && instr_i[15:10] != 6'b001000)))
                        {new,flush_if_id,flush_id_ex,flush_ex_mem} <='b0_0_1_0;
                  else
                   {new,flush_if_id,flush_id_ex,flush_ex_mem} <='b1_0_0_0;
             end
    endcase
end
endmodule
==> design/flow/run.sh <==
#!/bin/bash
# OpenROAD 26Q1-2900-gdf79404cd8, Yosys 0.63+post, stock flow scripts
make -C /OpenROAD-flow-scripts/flow DESIGN_CONFIG=/design/flow/config.mk WORK_HOME=/design/flow/orfs finish
==> design/flow/config.mk <==
export PLATFORM = sky130hd
export DESIGN_NAME = Hazard_detection
export DESIGN_NICKNAME = Hazard_detection
export VERILOG_FILES = /design/flow/design.v
export SDC_FILE = /design/flow/constraint.sdc
export NUM_CORES = 4
export LEC_CHECK = 1
export CORE_AREA = 10 10 70 70
export DIE_AREA = 0 0 80 80
==> design/flow/constraint.sdc <==
current_design Hazard_detection

set clk_period 2.0
set clk_io_pct 0.2

create_clock -name clk0 -period $clk_period

set non_clock_inputs [all_inputs -no_clocks]
set_input_delay [expr $clk_period * $clk_io_pct] -clock clk0 $non_clock_inputs
set_output_delay [expr $clk_period * $clk_io_pct] -clock clk0 [all_outputs]
==> Changelog: implementation <==
### Physical design

- Result of the run: finished with violations
- Violations in the final reports: negative setup slack
- Num rows: 21
- Switching Fraction: 35.4%
- Proportion of synthesized area in mux cells: 0%
- Area taken by flip-flops and latches: 0 um^2
- Final routed DRC violation total: 0
- Measured slew at the worst slew-check pin: 0.258 ns
- Xor+xnor area frac: approximately half
- Type of origin of the critical path: input pin
- Routability congestion estimate from global placement: 0.676
- Final Cycle Share: 102%
- All-Layer GR Usage: 2.54%
- Worst-case vdd ir drop: 0.0431 mV
- Top Metal Used: met3
- First-iteration detailed-routing DRC count: 3
- Vias per inst: 2.66
- Number of warnings in the stage logs: 34
- Cell leakage power: 0.000201 uW
- Chip area in the Yosys report: between 150 and 200 um^2
- Critical path type: in -> out
- Maximum clock frequency: around 490 MHz
- Part of the power in combinational logic: 100.0%
- Time the final worst path needs with I/O delays and setup: 2.03 ns
- Global-route wire length before repair: ~1.3 mm
- Biggest combinational cell group after synthesis: XOR/XNOR gates
- Number of max-slew violations in the final report: 0
- Switching power: 28.7 uW
- Compound-gate portion of the synthesized area: 13.6%
- Simple Share, Synth: 23.6%
- Setup repair after global routing missed its margin: true
- Area growth, synth to finish: 183%
- Number of cells produced by synthesis: 23
- Pin count of the biggest net entering global routing: 4
- Seq/Total Area, Yosys: 0%
- Ant. Diodes: 0
- Count of warnings emitted by yosys: 1
- Total of buffers placed on input and output ports: 27
- Final setup margin: -0.0331 ns
- Clock power frac: 0%
- Metal2 WL: 295 um
- Number of primary I/O pins: 27
- Metal3 WL: approximately 130 um
- Total grt overflow: 0
- Worst rel slew slack: 82.7%
- Non-filler cells, final: 98
- Core Area: 0.00342 mm^2
- Post-synthesis cell type count: 12
- Most frequent cell after synthesis: xnor2_1
- Overall routed net length: roughly 900 um
- Hold/Removal Path Class: in -> out
- Fraction of layout instances using a drive strength above 1: between 30% and 40%
- CTS hold repair buffers: 0
- Drt pass-1 iters: 2
- Placed cell count: ~97
- Count of maximum capacitance violations: 0
- Hold WS: 1.41 ns
- Total count of hold-check failures in the final report: 0
- Area fraction of the dominant cell type after synthesis: 30.0%
- Chip Height: 80 um
- Worst setup EP type: output pin
- Horiz. Die Dim: 80 um
- Starting utilization of the core area: 5.13%
- Via count: 261
- Sequential fraction of design power: 0%
- Arrival @ worst endpoint: between 1.5 and 2 ns
- Share of synthesized cell area in full adder, half adder and majority cells: 0%
- Wire length per cell after detailed routing: 8.98 um
- Flip-flops: 0
- Number of antenna violations at the first check in global routing: 0
- Cell taking the most area after synthesis: xnor2_1
- Remaining antenna violation count: 0
- Post-synthesis instance area: 175 um^2
- Number of global-route vias before repair: 303
- Clkbuf count: 0
- Yosys cell count: 23
- Die area: roughly 0.0064 mm^2
- Total routed wire length on the met1 layer: 452 um
- P_int: 52.4 uW
- Synth cell count leaders: xnor2_1 (6), xor2_1 (4), buf_4 (2), inv_1 (2), nand3_1 (2)
- Most area-consuming cells after synthesis: xnor2_1 (30%), xor2_1 (20%), buf_4 (8.6%), nand3_1 (5.7%), nor3_2 (5.7%)
- Setup violations, final: 1
- Syn avg cell area: between 7 and 8 um^2
- Required time at the worst-slack endpoint: between 1.5 and 2 ns
- Power per cell area: about 160 mW/mm^2
- Highest net fanout along the worst path: 2
- Placed wire-length estimate: between 800 and 900 um
[critical path, cell delays in order]
cell and delay, ns:
buf_6 0.09, or4b_4 0.53, nor3_4 0.13, nor4_2 0.07, buf_4 0.13, o211ai_1 0.15
buf_2 0.12
[worst paths after layout]
kind | endpoint | startpoint | cells after the start | slack, ns
setup / recovery | new | instr_i[14] | 7 | -0.03
hold / removal | flush_id_ex | rt_id_ex[2] | 6 | 1.41
[metrics by stage]
step                      cell area [um^2]  utilization [%]  TNS (ns)  setup slack [ns]  total power (uW)
after detailed placement               510             14.9     -1.19            -0.628              89.3
after global placement                 510             14.9     -1.17            -0.627              88.7
after global routing                   495             14.5   -0.0911           -0.0911              88.6
after CTS                              505             14.8   -0.0988           -0.0988              83.2
final                                  495             14.5   -0.0331           -0.0331              81.1
after floorplan                        175                -         0             0.348              25.1
[cell usage in the layout (no fill, tap or decap), drive strengths merged, types with 2 or more instances in the layout]
master | netlist | routed
clkdlybuf4s50 | 0 | 9
xnor2 | 6 | 6
buf | 2 | 10
xor2 | 4 | 4
nand3 | 2 | 2
dlygate4sd2 | 0 | 6
nor3 | 2 | 2
clkbuf | 0 | 3
clkdlybuf4s15 | 0 | 3
inv | 2 | 2
[final cells by class]
type                            instances  area [um^2]
Fill cell                             400         2920
Inverter                                2         7.51
Multi-Input combinational cell         19          176
Tap cell                               46         57.6
Timing Repair Buffer                   31          254
[what timing repair did]
| action | 4_1_cts | 5_1_grt |
|---|---|---|
| pin swaps | 11 | 7 |
| setup endpoints to repair | 2 | 2 |
| resized | 37 | 7 |
| setup buffers | 1 | 0 |
[cells by family (layout without fill, tap and decap cells)]
group,count (synthesis),count (layout)
XOR/XNOR,10,10
buffers and inverters,4,33
AND-OR/OR-AND,3,3
AND/OR/NAND/NOR,6,6
[layer usage]
layer | track usage [%] | vias up
li1 | - | 138
met1 | 4.02 | 103
met2 | 3.13 | 20
met3 | 1.14 | 0
met4 | 0 | 0
met5 | 0 | -
[power groups by stage]
stage | combinational, uW | sequential, uW | clock, uW
after CTS | 83.2 | 0 | 0
after global routing | 88.6 | 0 | 0
final | 81.1 | 0 | 0
Power and IR drop assume default switching activity.
