### /design/flow/design.v
`timescale 1ns / 1ps
module Forwarding(
     regwrite_mem,
     regwrite_wb,
     rs_ex,
     rt_ex,
     rd_mem,
     rd_wb,
    forwardA, forwardB
    );
    input regwrite_mem,regwrite_wb;
    input [4:0]rs_ex,rt_ex,rd_mem,rd_wb;
    output [1:0]forwardA,forwardB;
    reg [1:0]forwardA,forwardB;
    always@(*) begin
        if(regwrite_mem == 'b1 && rs_ex == rd_mem && rd_mem != 'b0)
            forwardA <= 2'b01;
        else if(regwrite_wb == 1'b1 && rs_ex == rd_wb && rd_wb != 'b0)
            forwardA <= 2'b10;
        else
            forwardA <= 2'b00;
        if(regwrite_mem == 1'b1 && rt_ex == rd_mem && rd_mem != 'b0)
            forwardB <= 2'b01;
        else if(regwrite_wb == 1'b1 && rt_ex == rd_wb && rd_wb != 'b0)
            forwardB <= 2'b10;
        else
            forwardB <= 2'b00;
end
endmodule
### /design/flow/config.mk
export PLATFORM = sky130hd
export DESIGN_NAME = Forwarding
export DESIGN_NICKNAME = Forwarding
export VERILOG_FILES = /design/flow/design.v
export SDC_FILE = /design/flow/constraint.sdc
export NUM_CORES = 4
export LEC_CHECK = 1
export CORE_AREA = 10 10 70 70
export DIE_AREA = 0 0 80 80
### /design/flow/run.sh
#!/bin/bash
# OpenROAD 26Q1-2900-gdf79404cd8, Yosys 0.63+post, stock flow scripts
make -C /OpenROAD-flow-scripts/flow DESIGN_CONFIG=/design/flow/config.mk WORK_HOME=/design/flow/orfs finish
### /design/flow/constraint.sdc
current_design Forwarding

set clk_period 2.4
set clk_io_pct 0.2

create_clock -name clk0 -period $clk_period

set non_clock_inputs [all_inputs -no_clocks]
set_input_delay [expr $clk_period * $clk_io_pct] -clock clk0 $non_clock_inputs
set_output_delay [expr $clk_period * $clk_io_pct] -clock clk0 [all_outputs]
==> Changelog: implementation <==
### Changed

* RSZ-0062 raised after global routing: false
* Pint at 57.9 uW
* Logic gate share of total power at 1.000
* Synth warn at 1
* Sequential Power Share at 0
* Critical Path Fanout Max at 2
* Initial drt markers at 5
* Mean post-synth cell area at roughly 7.5 sq um
* Yosys stat cell total at 34
* CP Class: input port to output pin
* Fraction of layout cells with a size suffix above 1 at 0.286
* PwrDens at 145 mW/mm^2
* Final min period at approximately 2.3 ns
* Fin util at 0.195
* Outcome: finished, final reports clean
* Hold Startpoint: regwrite_wb
* Num rows at 21
* Final hold vios at 0
* Leakage at 0.000259 uW
* Placer Congestion at between 0.8 and 0.9
* IO Port Bufs at 26
* HP Class: input port to output pin
* # hold bufs at CTS at 0
* Clk pwr share at 0
* Layout Cells excl Fill at 116
* Yosys stat area at between 200 and 300 sq um
* Number of global-route vias before repair at 461
* Post-DP Area at 634 sq um
* Distinct cells, synth at 8
* CP Data Required Time at 1.92 ns
* Cell total after placement at about 110
* Post-Synthesis Cells at 34
* Initial antenna violation count at 0
* Drt drc at 0
* Largest net degree at the start of global routing at 4
* Ports at 26
* Diode count at 0
* Total number of vias at 371
* Number of routed nets with antenna violations at 0
* Tot Pwr at 96.7 uW
* Die Size at ~0.0064 sq mm
* Fmax at 427 MHz
* Vias per std cell at between 3 and 4
* Slew Viols, Final at 0
* Setup violators final at 0
* Design Area, Final at 666 sq um
* Top cells by count, synth: xnor2_1, xor2_1, nand3_1, nor3_1
* Aggregate global-route resource usage at 0.0404
* Height of the die at 80 um
* Die width at 80 um
* Final Cycle Share at 0.976
* Endpoint type of the worst setup path: output pin
* Area grow syn2layout at 160%
* First-pass GRT wire length at 2150 um
* Core Density at Floorplan at 0.0751
* Synth Seq Share at 0
* Worst-margin pin slew at 0.249 ns
* P_sw at around 39 uW
* Slew HR at 0.832
* Tool Warnings at 32
* Core area at 0.00342 sq mm
* VDD IR max at 23.2 uV
* Cell type with the largest total area after synthesis: xnor2_1
* MaxCap Viol Count at 0
* CP Data Arrival Time at around 1.9 ns
* Sequential Area at 0 sq um
* Netlist area before placement at 256 sq um
* Hpwl dp at ~1100 um
* Congestion Overflow GR at 0
* Flop count at 0
* Setup TNS at 0 ns
* Hold path depth at 4
* CP startpoint kind: input port
* Cell area leaders: xnor2_1, xor2_1, nand3_1, nor3_1, or4_1
* DR WL/cell at 10.9 um
* Clk_buf instances at 0
* Top cell area share at 0.341
* Sw frac at 0.402
* 1st-pass router iterations at 4
* Hold Path End: forwardB[1]
* Final wirelength at 1260 um
## routing by layer
metal  global-route usage  up-vias  wire length, um
met5                    0        -                0
met4                    0        0                0
met3               0.0102        0              140
met2               0.0730       18              586
met1               0.0494      161              534
li1                     -      192                -
## through the flow
stage	setup slack (ns)	hold WS, ns
after floorplan	0.604	1.04
after global placement	-0.439	1.91
after detailed placement	-0.466	1.90
after CTS	0.0670	1.61
after global routing	0.00742	1.66
final	0.0569	1.61
## layout make-up
class	instances	area (sq um)
Timing Repair Buffer	36	309
Tap cell	46	57.6
Multi-Input combinational cell	34	299
Fill cell	383	2750
## worst max-delay path, cell delays in order
cell	delay, ns
dlygate4sd2_1	0.25
or4_4	0.54
o21ai_4	0.16
nor4_2	0.06
buf_4	0.14
nor3_2	0.11
buf_2	0.13
## how the worst max path moves through the flow
stage / startpoint / endpoint / cells after the start
final: rd_mem[3] / forwardA[1] / 7
after CTS: rd_mem[3] / forwardA[1] / 7
after global routing: rd_mem[4] / forwardB[1] / 8
## timing repair
action / in CTS / in global routing
gates resized: 27 / 1
pin swaps: 6 / 1
setup buffers: 2 / 0
setup endpoints to repair: 4 / 1
cloned: 0 / 0
## layout by cell type (no fill, tap or decap), drive strengths merged
cell           netlist  layout
buf                  0      12
clkdlybuf4s50        0      11
dlygate4sd2          0      13
nand3                4       4
nor3                 4       4
nor4                 2       2
o21ai                2       2
or4                  2       2
xnor2               10      10
xor2                10      10
## logic make-up (layout without fill, tap and decap cells)
family / after synthesis / after routing / share of synthesized area
buf+inv: 0 / 36 / 0
xor+xnor: 20 / 20 / 0.683
simple gates: 12 / 12 / 0.263
compound gates: 2 / 2 / 0.0536
## power groups by stage
stage	logic, uW	clock network [uW]	registers, uW
after CTS	96.8	0	0
after global routing	106	0	0
final	96.7	0	0
Power is estimated from default activity; no workload was simulated.
