`design/flow/constraint.sdc`:
```
current_design alu

set clk_period 1.0
set clk_io_pct 0.2

create_clock -name clk0 -period $clk_period [get_ports {clk}]

set non_clock_inputs [all_inputs -no_clocks]
set_input_delay [expr $clk_period * $clk_io_pct] -clock clk0 $non_clock_inputs
set_output_delay [expr $clk_period * $clk_io_pct] -clock clk0 [all_outputs]
```
`design/flow/run.sh`:
```
#!/bin/bash
# OpenROAD 26Q1-2900-gdf79404cd8, Yosys 0.63+post, stock flow scripts
make -C /OpenROAD-flow-scripts/flow DESIGN_CONFIG=/design/flow/config.mk WORK_HOME=/design/flow/orfs finish
```
`design/flow/config.mk`:
```
export PLATFORM = sky130hd
export DESIGN_NAME = alu
export DESIGN_NICKNAME = alu
export VERILOG_FILES = /design/flow/design.v
export SDC_FILE = /design/flow/constraint.sdc
export NUM_CORES = 4
export LEC_CHECK = 1
export CORE_UTILIZATION = 40
```
`design/flow/design.v`:
```
`timescale 1ns/1ps
module alu(
           clk,            
           rst_n,          
           src1,           
           src2,           
           ALU_control,    
           result,         
           zero,           
           cout,           
           overflow        
           );
input           clk;
input           rst_n;
input  [32-1:0] src1;
input  [32-1:0] src2;
input   [4-1:0] ALU_control;
output [32-1:0] result;
output          zero;
output          cout;
output          overflow;
reg    [32-1:0] result;
reg             zero;
reg             cout;
reg             overflow;
wire    set;
wire    [32-1:0] cin_store;
wire    [32-1:0] result_store;
wire             overflow_store;
wire             cin1;
assign cin1 = ((ALU_control=='b0111)||(ALU_control == 'b0110))? 'b1:'b0 ;
alu_top A0 (src1[0], src2[0], set , ALU_control[3], ALU_control[2], cin1, ALU_control[1:0], result_store[0], cin_store[0]);
alu_top A1 (src1[1], src2[1], 'b0 , ALU_control[3], ALU_control[2], cin_store[0], ALU_control[1:0], result_store[1], cin_store[1]);
alu_top A2 (src1[2], src2[2], 'b0 , ALU_control[3], ALU_control[2], cin_store[1], ALU_control[1:0], result_store[2], cin_store[2]);
alu_top A3 (src1[3], src2[3], 'b0 , ALU_control[3], ALU_control[2], cin_store[2], ALU_control[1:0], result_store[3], cin_store[3]);
alu_top A4 (src1[4], src2[4], 'b0 , ALU_control[3], ALU_control[2], cin_store[3], ALU_control[1:0], result_store[4], cin_store[4]);
alu_top A5 (src1[5], src2[5], 'b0 , ALU_control[3], ALU_control[2], cin_store[4], ALU_control[1:0], result_store[5], cin_store[5]);
alu_top A6 (src1[6], src2[6], 'b0 , ALU_control[3], ALU_control[2], cin_store[5], ALU_control[1:0], result_store[6], cin_store[6]);
alu_top A7 (src1[7], src2[7], 'b0 , ALU_control[3], ALU_control[2], cin_store[6], ALU_control[1:0], result_store[7], cin_store[7]);
alu_top A8 (src1[8], src2[8], 'b0 , ALU_control[3], ALU_control[2], cin_store[7], ALU_control[1:0], result_store[8], cin_store[8]);
alu_top A9 (src1[9], src2[9], 'b0 , ALU_control[3], ALU_control[2], cin_store[8], ALU_control[1:0], result_store[9], cin_store[9]);
alu_top A10 (src1[10], src2[10], 'b0 , ALU_control[3], ALU_control[2], cin_store[9], ALU_control[1:0], result_store[10], cin_store[10]);
alu_top A11 (src1[11], src2[11], 'b0 , ALU_control[3], ALU_control[2], cin_store[10], ALU_control[1:0], result_store[11], cin_store[11]);
alu_top A12 (src1[12], src2[12], 'b0 , ALU_control[3], ALU_control[2], cin_store[11], ALU_control[1:0], result_store[12], cin_store[12]);
alu_top A13 (src1[13], src2[13], 'b0 , ALU_control[3], ALU_control[2], cin_store[12], ALU_control[1:0], result_store[13], cin_store[13]);
alu_top A14 (src1[14], src2[14], 'b0 , ALU_control[3], ALU_control[2], cin_store[13], ALU_control[1:0], result_store[14], cin_store[14]);
alu_top A15 (src1[15], src2[15], 'b0 , ALU_control[3], ALU_control[2], cin_store[14], ALU_control[1:0], result_store[15], cin_store[15]);
alu_top A16 (src1[16], src2[16], 'b0 , ALU_control[3], ALU_control[2], cin_store[15], ALU_control[1:0], result_store[16], cin_store[16]);
alu_top A17 (src1[17], src2[17], 'b0 , ALU_control[3], ALU_control[2], cin_store[16], ALU_control[1:0], result_store[17], cin_store[17]);
alu_top A18 (src1[18], src2[18], 'b0 , ALU_control[3], ALU_control[2], cin_store[17], ALU_control[1:0], result_store[18], cin_store[18]);
alu_top A19 (src1[19], src2[19], 'b0 , ALU_control[3], ALU_control[2], cin_store[18], ALU_control[1:0], result_store[19], cin_store[19]);
alu_top A20 (src1[20], src2[20], 'b0 , ALU_control[3], ALU_control[2], cin_store[19], ALU_control[1:0], result_store[20], cin_store[20]);
alu_top A21 (src1[21], src2[21], 'b0 , ALU_control[3], ALU_control[2], cin_store[20], ALU_control[1:0], result_store[21], cin_store[21]);
alu_top A22 (src1[22], src2[22], 'b0 , ALU_control[3], ALU_control[2], cin_store[21], ALU_control[1:0], result_store[22], cin_store[22]);
alu_top A23 (src1[23], src2[23], 'b0 , ALU_control[3], ALU_control[2], cin_store[22], ALU_control[1:0], result_store[23], cin_store[23]);
alu_top A24 (src1[24], src2[24], 'b0 , ALU_control[3], ALU_control[2], cin_store[23], ALU_control[1:0], result_store[24], cin_store[24]);
alu_top A25 (src1[25], src2[25], 'b0 , ALU_control[3], ALU_control[2], cin_store[24], ALU_control[1:0], result_store[25], cin_store[25]);
alu_top A26 (src1[26], src2[26], 'b0 , ALU_control[3], ALU_control[2], cin_store[25], ALU_control[1:0], result_store[26], cin_store[26]);
alu_top A27 (src1[27], src2[27], 'b0 , ALU_control[3], ALU_control[2], cin_store[26], ALU_control[1:0], result_store[27], cin_store[27]);
alu_top A28 (src1[28], src2[28], 'b0 , ALU_control[3], ALU_control[2], cin_store[27], ALU_control[1:0], result_store[28], cin_store[28]);
alu_top A29 (src1[29], src2[29], 'b0 , ALU_control[3], ALU_control[2], cin_store[28], ALU_control[1:0], result_store[29], cin_store[29]);
alu_top A30 (src1[30], src2[30], 'b0 , ALU_control[3], ALU_control[2], cin_store[29], ALU_control[1:0], result_store[30], cin_store[30]);
alu_btm A31(src1[31], src2[31], 'b0, ALU_control[3], ALU_control[2], cin_store[30], ALU_control[1:0], result_store[31], cin_store[31], overflow_store, set);
always@( posedge clk or negedge rst_n ) 
begin
	if(!rst_n) begin
        result <= 0;
        overflow <= 0;
        zero <= 0;
        cout <= 0;
	end
	else begin
        result <= result_store;
        overflow <= overflow_store;
        zero <= (result_store==32'b0)? 'b1:'b0;
        cout <= ((ALU_control=='b0010)||(ALU_control == 'b0110))?  cin_store[31] :'b0;
	end
end
endmodule
`timescale 1ns/1ps
module alu_btm(
               src1,        
               src2,        
               less,        
               A_invert,    
               B_invert,    
               cin,         
               operation,   
               result,      
               cout,        
               overflow,
               set
               );
input         src1;
input         src2;
input         less;
input         A_invert;
input         B_invert;
input         cin;
input [2-1:0] operation;
output        result;
output        cout;
output        overflow;
output        set;
reg           result;
reg          a,b;
wire fa_result;
full_adder FA (
        .In_A(a), 
        .In_B(b),
        .Cin(cin),
        .Sum(fa_result), 
        .Cout(cout)
    );
assign overflow = ((operation == 2'b10)||(operation == 2'b11))? (cin != cout):'b0;
assign set = fa_result;
always@(*)
begin
    a = (A_invert)? ~src1 : src1;  
    b = (B_invert)? ~src2 : src2;  
    case(operation)
        2'b00: result <= (a==1 && b==1);
        2'b01: result <= (a==1 || b==1);
        2'b10: result <= fa_result;
        2'b11: result <= less;
    endcase
end
endmodule
`timescale 1ns/1ps
module alu_top(
               src1,        
               src2,        
               less,        
               A_invert,    
               B_invert,    
               cin,         
               operation,   
               result,      
               cout,        
               );
input         src1;
input         src2;
input         less;
input         A_invert;
input         B_invert;
input         cin;
input [2-1:0] operation;
output        result;
output        cout;
reg           result;
reg          a,b;
wire fa_result;
full_adder FA (
        .In_A(a), 
        .In_B(b),
        .Cin(cin),
        .Sum(fa_result), 
        .Cout(cout)
    );
always@(*)
begin
    a = (A_invert)? ~src1 : src1;  
    b = (B_invert)? ~src2 : src2;  
    case(operation)
    2'b00: result <= (a==1 && b==1);
    2'b01: result <= (a==1 || b==1);
    2'b10: result <= fa_result;
    2'b11: result <= less;
    endcase
end
endmodule
`timescale 1ns / 1ps
module full_adder(
In_A, In_B, Cin, Sum, Cout
    );
    input In_A, In_B, Cin;
    output Sum, Cout;
    half_adder HA (
        .In_A(In_A), 
        .In_B(In_B), 
        .Sum(temp_sum), 
        .Cout(temp_cout)
    );
    wire temp_sum, temp_cout,two_cout;
    half_adder HA2 (
        .In_A(temp_sum), 
        .In_B(Cin), 
        .Sum(Sum), 
        .Cout(two_cout)
    );
    or(Cout,two_cout,temp_cout);
endmodule
`timescale 1ns / 1ps
module half_adder(
    In_A, In_B, Sum, Cout
    );
    input In_A, In_B;
    output Sum, Cout;
    xor(Sum,In_A,In_B);
    and(Cout,In_A ,In_B );
endmodule
```
==> design notes <==
The tools report the largest net degree at the start of global routing as 38. The run gives 0.860 as the weighted congestion reported at the end of routability-driven placement. Die span in x: 106 um.

The first global-routing pass estimated 16,600 um of wire. After synthesis, the mean cell area works out to 9.31 um^2. The number of instances in the synthesized netlist was 464; the post-synthesis cell count from yosys was 464. The delay contributed by the slowest stage of the critical path works out to 0.50 ns.

In this run the biggest area consumer among cell types represents 20.3% of the synthesized area. Along the worst path, the maximum fanout reaches 4. With the initial antenna violation count at 0, the standby leakage power is 3.27 nW.

The worst setup path is captured at a flop. The post-detailed-placement half-perimeter wirelength was 7910 um. The vertical die dimension reported for this design is 106 um. The final wirelength came out at 9830 um. The run gives 33 as the count of cell types in the netlist.

The async set or reset register ratio after synthesis was 100%; the post-synthesis instance area was 4320 um^2. The number of standard cells in the layout, taps in and fillers out came out at 801. Cell type with the largest total area after synthesis: sky130_fd_sc_hd__dfrtp_1. The CTS report gives the tree buffer count as 5. In the final report, the number of hold violations comes to 35. The total via count after detailed routing is 3,453. The number of slew-limit violations in the final report is 0.

The run gives 2 as the H-tree depth reported by CTS. Relative to the synthesized area, the layout overhead comes to 50.4%. For this configuration, the core starts out at a cell density of 41.5%. The flow ran to the end, but the final reports show violations. Setup repair after global routing could not meet its margin everywhere. The count of buffering cells on the critical path with inverters included came out at 4. The smallest setup slack after layout was -11.34 ns; the flop and latch count out of synthesis was 35. After synthesis, the cell types taking the most area are sky130_fd_sc_hd__dfrtp_1 (20%), sky130_fd_sc_hd__ha_1 (19%), sky130_fd_sc_hd__fa_1 (15%). Family with the most delay on the worst path: adder cells. The tools report the number of design-rule violations left by the first detailed-router iteration as 75.

In the final routed layout, each cell accounts on average for 12.3 um. Across all stage logs, warnings added up to 94. In this run the deepest clock path goes through 2 buffers. In this run the core area contains 37 standard-cell rows.

The count of antenna diodes in the layout was 0; the pin slew with the least headroom to its limit was 0.457 ns. The count of buffers inserted at the top-level ports is 104. Global routing used 19.4% of the available tracks across all layers.

TritonCTS built the clock tree. The run gives 3,517 for the number of global-route vias before repair. The run gives -0.139 ns as the worst hold slack. On the reported timing paths, the clock transition at the registers reads 0.07 ns.

The cell that appears most often on the critical path is sky130_fd_sc_hd__fa_2. Across the run, the number of max-cap violations was 0. Die area: 11,200 um^2. For the number of placed instances, taps included, the log shows 786.

The CTS log lists the clock sinks for this run as 35. The post-route netlist has 40.2% of its cells at a drive strength greater than 1. Dividing the detail-routed via count by the number of cells gives 4.31. Nets still carrying antenna violations after routing amount to 0. The checks that failed: hold timing, setup timing.

The predominant post-synthesis flop cell is sky130_fd_sc_hd__dfrtp_1. Type of the most critical hold path: in2async. The worst setup path is launched from an input pin. The share of the Yosys chip area taken by registers is 20.3%. The chip area estimate from yosys synthesis was 4320 um^2; the leftover overflow at the end of global routing was 0. The final layout reports a setup TNS of -212.48 ns. The timing report shows that the slowest cell on the worst path is sky130_fd_sc_hd__fa_1. The DRC violation total left in the routed layout is recorded as 0. With the setup violation total in the final timing report at 37, the number of top-level pins is 105.

STA puts the critical path data required time at 1.21 ns. The final report gives the core utilization as 62.4%. In this run the tightest slew margin relative to its limit is 69.6%.

Yosys mapped a number of flops with a built-in enable equal to 0. The kind of critical path is in2reg. Dividing the final minimum period by the clock period gives 1230%. According to the floorplan report, the placeable core area is 10,400 um^2.

Per the timing report, the achievable frequency comes out to 0.0810 GHz. Per the CTS log, the root buffer master is sky130_fd_sc_hd__clkbuf_8. The power density over the cells was 1010 nW/um^2; the arrival time of data at the critical path endpoint was 12.55 ns. Across the VDD grid, the largest voltage drop is 0.521 mV.

The final critical-path required period is 12.34 ns, and the total of warnings raised by yosys is 3. Before antenna repair, the detailed router went through 4 iterations.
worst max-delay path by stage:
stage / startpoint / endpoint / slack (ns) / cells past startpoint
after CTS: ALU_control[3] / zero / -11.37 / 41
after global routing: ALU_control[3] / zero / -11.72 / 41
final: ALU_control[3] / zero / -11.34 / 41
flip-flops by register name (all words and copies together), names as in the netlist:
signal / count
cout: 1
overflow: 1
result: 32
zero: 1
metal layers:
| layer | up-vias | GRT usage, % | routed length [um] |
|---|---|---|---|
| met4 | 0 | 1.59 | 103 |
| met1 | 1580 | 28.1 | 4530 |
| met5 | - | 0 | 0 |
| met2 | 70 | 32.5 | 4770 |
| met3 | 5 | 3.56 | 426 |
| li1 | 1798 | - | - |
layout make-up:
type                       instances  area, um^2
tap                              136         170
fill                             855        3920
clock buffer                       6        82.6
clock inverter                     1        5.00
sequential                        35         876
inverter                          69         259
timing repair buffer             216        1740
multi-input combinational        338        3360
where the power goes:
part / leakage (nW) / switching, mW / total (mW) / internal (mW)
registers: 0.440 / 0.0636 / 1.71 / 1.64
clock network: 0.0470 / 0.543 / 1.08 / 0.541
logic: 2.78 / 1.65 / 3.80 / 2.15
synthesized netlist by cell type (2+ instances only):
library cell and count:
sky130_fd_sc_hd__inv_1 69, sky130_fd_sc_hd__ha_1 64, sky130_fd_sc_hd__xor2_1 63, sky130_fd_sc_hd__nand2b_1 55, sky130_fd_sc_hd__dfrtp_1 35, sky130_fd_sc_hd__fa_1 32
sky130_fd_sc_hd__a21oi_1 29, sky130_fd_sc_hd__nor2_1 28, sky130_fd_sc_hd__or2_2 27, sky130_fd_sc_hd__buf_2 14, sky130_fd_sc_hd__nor4_1 13, sky130_fd_sc_hd__nand4_1 4
sky130_fd_sc_hd__clkbuf_1 3, sky130_fd_sc_hd__nor2b_1 3, sky130_fd_sc_hd__or2b_1 3, sky130_fd_sc_hd__a21o_1 2, sky130_fd_sc_hd__buf_4 2, sky130_fd_sc_hd__buf_6 2
sky130_fd_sc_hd__xnor2_1 2
layout by cell type (no fill, tap or decap), types with 4 or more instances in the layout:
| cell | instances |
|---|---|
| sky130_fd_sc_hd__nor2_2 | 26 |
| sky130_fd_sc_hd__nand2b_1 | 55 |
| sky130_fd_sc_hd__or2_4 | 26 |
| sky130_fd_sc_hd__nand4_1 | 4 |
| sky130_fd_sc_hd__nor4_1 | 13 |
| sky130_fd_sc_hd__buf_12 | 4 |
| sky130_fd_sc_hd__a21oi_1 | 29 |
| sky130_fd_sc_hd__buf_2 | 38 |
| sky130_fd_sc_hd__dfrtp_1 | 35 |
| sky130_fd_sc_hd__inv_2 | 5 |
| sky130_fd_sc_hd__ha_1 | 64 |
| sky130_fd_sc_hd__inv_1 | 64 |
| sky130_fd_sc_hd__fa_2 | 31 |
| sky130_fd_sc_hd__xor2_1 | 62 |
| sky130_fd_sc_hd__clkdlybuf4s50_1 | 58 |
| sky130_fd_sc_hd__buf_4 | 109 |
| sky130_fd_sc_hd__clkbuf_8 | 6 |
cells by family after synthesis:
group | share of synthesized area, %
buf+inv | 8.83
simple gates | 18.6
flops | 20.3
fa+ha+maj | 33.4
xor+xnor | 13.2
compound gates | 5.04
mux | 0.753
through the flow:
step | hold slack [ns] | power, mW | setup slack [ns] | instance area, um^2
5_1_grt | -0.134 | 7.19 | -11.72 | 6500
4_1_cts | -0.149 | 6.66 | -11.37 | 6470
2_1_floorplan | -0.0956 | 3.54 | -11.45 | 4500
6_report | -0.139 | 6.59 | -11.34 | 6500
3_5_place_dp | 0.183 | 5.37 | -12.12 | 6320
3_3_place_gp | 0.180 | 5.33 | -12.01 | 6320
what timing repair did:
action / in CTS / in global routing
gates cloned: 0 / 0
endpoints found under the setup margin: 70 / 57
pin swaps: 39 / 15
setup buffers: 7 / 1
resized: 196 / 5
endpoints found under the hold margin: 35 / 35
Power figures rest on the tool's default switching activity, not on a simulated workload.
